`flow/run.sh`:
```
#!/bin/bash
# OpenROAD 26Q1-2900-gdf79404cd8, Yosys 0.63+post, stock flow scripts
make -C /OpenROAD-flow-scripts/flow DESIGN_CONFIG=/design/flow/config.mk WORK_HOME=/design/flow/orfs finish
```
`flow/config.mk`:
```
export PLATFORM = sky130hd
export DESIGN_NAME = regFile
export DESIGN_NICKNAME = regFile
export VERILOG_FILES = /design/flow/design.v
export SDC_FILE = /design/flow/constraint.sdc
export NUM_CORES = 4
export LEC_CHECK = 1
export CORE_UTILIZATION = 50
```
`flow/constraint.sdc`:
```
current_design regFile

set clk_period 9.1
set clk_io_pct 0.2

create_clock -name clk0 -period $clk_period [get_ports {clk}]

set non_clock_inputs [all_inputs -no_clocks]
set_input_delay [expr $clk_period * $clk_io_pct] -clock clk0 $non_clock_inputs
set_output_delay [expr $clk_period * $clk_io_pct] -clock clk0 [all_outputs]
```
`flow/design.v`:
```
module regFile(
    input clk,
    input reset,
    input [31:0] regWriteData,
    input [4:0] regWriteAddr,
    input regWriteEn,
    output [31:0] RsData,
    output [31:0] RtData,
    input [4:0] RsAddr,
    input [4:0] RtAddr
    );
	reg [31:0] regs [0:31];
	assign RsData = (RsAddr == 5'b0) ? 32'b0 : regs[RsAddr];
	assign RtData = (RtAddr == 5'b0) ? 32'b0 : regs[RtAddr];
	integer i;
	initial begin
	   for (i = 0; i < 32; i = i + 1)
            regs[i] <= 0;
    end
	always @(negedge clk) begin
		if (!reset)	begin
			if (regWriteEn == 1)
				regs[regWriteAddr] <= regWriteData;
		end
		else	begin
			for (i = 0; i < 32; i = i + 1)
				regs[i] <= 0;
		end
	end
endmodule
```
==> run summary <==
outcome - finished, final reports clean
slowest stage delay, CP - 0.45 ns
Critical Path End Type - output port
cts hold-fix bufs - 0
WL final - 216000 um
met2 routed WL - 93500 um
CP cell instances - mux4_2 -> nor2b_1 -> a211oi_2 -> a2111oi_2 -> buf_4 -> clkdlybuf4s50_1
Chip Area, Yosys - 52400 sq um
Post-CTS Repair Setup Buffers - 0
met3 routed WL - 32500 um
root buf cell - clkbuf_16
largest net degree at the start of global routing - 151
Latency at later pin - 0.71 ns
kind of start point of the critical path - flop
peak supply drop - 0.169 mV
first-pass GRT wire length - 319000 um
Max-Slew Margin vs Limit - 0.356
Mapped Cells - 6062
H-tree lvl count - 3
Synth flops - 1024
top cells by area - dfxtp_1 39%, mux4_2 16%, nand2_1 15%
GP Congestion - 0.966
Pre-antenna DRT Iters - 8
reg2reg start - regs[1][20]$_SDFFE_NP0P_
CTS clock-pin slew for the worst setup and hold paths - 0.03 ns
Final Cell Area - 64300 sq um
share of layout cells above drive strength 1 - 0.154
grt ovf - 0
number of max-cap violations - 0
most flop-heavy register - regs
dpl hpwl - 126000 um
CP arrival - 7.25 ns
CTS buffer count - 117
initial antenna violation count - 4
TritonCTS clock tree - yes
die width - 326 um
IO Pins - 114
setup violators final - 0
Crit-path slowest cell - mux4_2
worst-path fanout max - 3
Async SR Flop Fraction - 0
cell taking the most area after synthesis - dfxtp_1
post-synthesis average cell area - 8.65 sq um
Post-Route M1 WL - 78900 um
clk_skew - 0 ns
cells on worst reg2reg path - 2
Starting DRT DRC Count - 5292
FP Core Util - 0.506
Max Slew Vio Count - 0
ys flop type - dfxtp_1
Hold Path Sink - regs[30][2]$_SDFFE_NP0P_
Core Rows - 118
most numerous cell in the Yosys netlist - nand2_1
Num Clock Sinks - 1024
tool warnings - 1036
worst hold path type - reg2reg
pwr/cell area - 193 nW/um^2
Leak Pwr - 25.5 nW
Die Y-Extent - 326 um
synthesized area - 52400 sq um
worst path required time - 7.28 ns
routed len/inst - 25.5 um
Largest register FFs - 1024
biggest regs - regs x1024
vias - 51700
cells in synth_stat.txt - 6062
Synth Warn # - 1
Max-area cell share - 0.391
RR Endpoint - regs[1][20]$_SDFFE_NP0P_
number of enable flip-flop cells - 0
Seq share, synth - 0.391
r2r setup slk - 8.42 ns
Clock Path Buffers - 3
Top Metal Used - met5
Unique cell types - 53
worst setup path class - reg2out
Final ANT Viol Nets - 0
Hold Crit Depth - 2
Hold Crit Start - regs[30][2]$_SDFFE_NP0P_
total track usage - 0.428
core area - 104000 sq um
top cells by count - 2089 x nand2_1, 1068 x a21oi_1, 1024 x dfxtp_1
Placement Cell Area - 55500 sq um
number of global-route vias before repair - 51600
Die Area - 106000 sq um
Final Hold Fails - 0
port bufs - 113
routed vias/inst - 6.11
Area Growth Syn to Fin - 22.7%
total power - 12.4 mW
Residual DRC - 0
worst-margin pin slew - 0.966 ns
[worst max-delay path, delay by kind of cell, from the launching register on]
kind,cells,cell delay [ns]
buf+inv,2,0.57
compound gates,2,0.50
mux,1,0.45
flops,1,0.31
simple gates,1,0.15
[worst max path at each step]
stage / startpoint / endpoint / cells after the start
CTS: regs[31][29]$_SDFFE_NP0P_ / RtData[29] / 6
global route: regs[15][11]$_SDFFE_NP0P_ / RtData[11] / 6
finish: regs[21][7]$_SDFFE_NP0P_ / RtData[7] / 6
[logic make-up (layout without fill, tap and decap cells)]
kind of cell | Yosys count | count (layout) | synth area share
buf+inv | 624 | 1640 | 0.0565
simple gates | 2297 | 2297 | 0.176
other cells | 0 | 1 | 0
mux | 700 | 700 | 0.223
flops | 1024 | 1024 | 0.391
compound gates | 1417 | 1417 | 0.153
[through the flow]
| stage | instances | hold slack, ns | setup slack (ns) | utilization | TNS, ns |
|---|---|---|---|---|---|
| final | 8459 | 0.462 | 0.0280 | 0.621 | 0 |
| after CTS | 8458 | 0.462 | -0.107 | 0.617 | -0.154 |
| after detailed placement | 7217 | 0.458 | 0.280 | 0.535 | 0 |
| after floorplan | 6062 | 0.441 | 1.32 | - | 0 |
| after global routing | 8459 | 0.480 | -0.000187 | 0.621 | -0.000187 |
| after global placement | 7217 | 0.452 | 0.296 | 0.535 | 0 |
[cell usage in the layout, fill, tap and decap left out, drive strengths merged, types with 2 or more instances in the layout]
cell           Yosys  routed
nand2           2089    2089
a21oi           1068    1068
inv                1    1063
dfxtp           1024    1024
mux4             370     370
buf              200     293
mux2i            287     287
clkbuf           423     120
clkdlybuf4s50      0      90
a211oi            90      90
a22oi             86      86
nor2b             73      73
a22o              47      47
mux2              43      43
nor2              36      36
o21ai             35      35
a2111oi           32      32
nor4              32      32
clkinvlp           0      30
o22ai             27      27
bufinv             0      27
o221ai            27      27
nor3              26      26
dlymetal6s2s       0      10
nand3b             5       5
or3b               5       5
nand3              4       4
and2               4       4
and3b              3       3
nor3b              3       3
dlygate4sd2        0       3
a221oi             3       3
nand2b             3       3
clkinv             0       3
nand4bb            2       2
nor4bb             2       2
and4b              2       2
a31oi              2       2
or3                2       2
[layout make-up]
type	count	area, sq um
Antenna cell	1	2.50
Clock buffer	119	2980
Clock inverter	1123	5040
Fill cell	8514	39300
Multi-Input combinational cell	4414	30100
Sequential cell	1024	20500
Tap cell	1380	1730
Timing Repair Buffer	398	3990
[repair_timing]
item	CTS	global route
resized	77	72
pin swaps	9	21
setup endpoints to repair	44	48
[per-layer routing]
metal	vias up	global-route usage
met2	3138	0.593
met4	13	0.203
met3	716	0.260
met1	24700	0.538
met5	-	0.00577
li1	23100	-
[where the power goes]
part	total (mW)	switching (mW)	internal, mW
registers	4.56	0.0136	4.54
clock network	6.93	3.19	3.73
logic	0.928	0.630	0.298
Power figures rest on the tool's default switching activity, not on a simulated workload.
